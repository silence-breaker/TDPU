$ cat flow/run.sh
#!/bin/bash
# OpenROAD 26Q1-2900-gdf79404cd8, Yosys 0.63+post, stock flow scripts
make -C /OpenROAD-flow-scripts/flow DESIGN_CONFIG=/design/flow/config.mk WORK_HOME=/design/flow/orfs finish
$ cat flow/config.mk
export PLATFORM = sky130hd
export DESIGN_NAME = vec_multi_core
export DESIGN_NICKNAME = vec_multi_core
export VERILOG_FILES = /design/flow/design.v
export SDC_FILE = /design/flow/constraint.sdc
export NUM_CORES = 4
export LEC_CHECK = 1
export CORE_UTILIZATION = 30
export SYNTH_HDL_FRONTEND = slang
$ cat flow/constraint.sdc
current_design vec_multi_core

set clk_period 9.6
set clk_io_pct 0.2

create_clock -name clk0 -period $clk_period [get_ports {clk}]

set non_clock_inputs [all_inputs -no_clocks]
set_input_delay [expr $clk_period * $clk_io_pct] -clock clk0 $non_clock_inputs
set_output_delay [expr $clk_period * $clk_io_pct] -clock clk0 [all_outputs]
$ cat flow/design.v
`timescale 1ns / 1ps
`timescale 1ns / 1ps
package package_def;
  typedef enum logic [1:0] {
    W_ZERO = 2'b01,
    W_POS  = 2'b10,
    W_NEG  = 2'b00
  } weight_t;
endpackage
import package_def::*;
module vec_multi_core #(
    parameter int LEN = 32,
    parameter int DATA_WIDTH = 8
) (
    input logic clk,
    input logic rst_n,
    input logic i_data_valid,
    input logic i_load_weight,
    input logic signed [LEN-1:0][DATA_WIDTH-1:0] i_data,
    input weight_t [LEN-1:0] i_weight,
    output logic o_data_ready,
    output logic signed [31:0] o_result
);
  weight_t [LEN-1:0] weight_reg;
  always_ff @(posedge clk or negedge rst_n) begin : blk_weight
    if (!rst_n) begin
      weight_reg <= '{default: W_ZERO};
    end else if (i_load_weight) begin
      weight_reg <= i_weight;
    end
  end
  localparam int PROD_WIDTH = DATA_WIDTH + 1;
  logic signed [LEN-1:0][PROD_WIDTH-1:0] product;
  logic product_ready;
  generate
    for (genvar i = 0; i < LEN; i++) begin : gen_PE
      always_ff @(posedge clk) begin
        if (i_data_valid) begin
          unique case (weight_reg[i])
            W_POS:   product[i] <= PROD_WIDTH'(i_data[i]);
            W_NEG:   product[i] <= -PROD_WIDTH'(i_data[i]);
            W_ZERO:  product[i] <= 'sb0;
            default: product[i] <= 'sb0;
          endcase
        end
      end
    end
  endgenerate
  always_ff @(posedge clk or negedge rst_n) begin
    if (!rst_n) product_ready <= 1'b0;
    else product_ready <= i_data_valid;
  end
  localparam int TREE_DEPTH = $clog2(LEN);
  logic [TREE_DEPTH-1:0] tree_valid;
  generate
    for (genvar level = 0; level < TREE_DEPTH; level++) begin : gen_tree
      localparam int OUT_WIDTH = PROD_WIDTH + level + 1;
      localparam int NUM_NODES = LEN >> (level + 1);
      logic signed [NUM_NODES-1:0][OUT_WIDTH-1:0] level_data;
      if (level == 0) begin : g_level_zero
        for (genvar k = 0; k < NUM_NODES; k++) begin : gen_loop_l0
          always_ff @(posedge clk) begin
            if (product_ready) begin
              level_data[k] <= product[2*k] + product[2*k+1];
            end
          end
        end
      end else begin : g_level_upper
        for (genvar k = 0; k < NUM_NODES; k++) begin : gen_loop_lx
          always_ff @(posedge clk) begin
            if (tree_valid[level-1]) begin
              level_data[k] <= gen_tree[level-1].level_data[2*k] + 
                                   gen_tree[level-1].level_data[2*k+1];
            end
          end
        end
      end
      if (level == 0) begin : g_valid_0
        always_ff @(posedge clk or negedge rst_n) begin
          if (!rst_n) begin
            tree_valid[level] <= 1'b0;
          end else begin
            tree_valid[level] <= product_ready;
          end
        end
      end else begin : g_valid_upper
        always_ff @(posedge clk or negedge rst_n) begin
          if (!rst_n) begin
            tree_valid[level] <= 1'b0;
          end else begin
            tree_valid[level] <= tree_valid[level-1];
          end
        end
      end
    end
  endgenerate
  assign o_result     = 32'(gen_tree[TREE_DEPTH-1].level_data[0]);
  assign o_data_ready = tree_valid[TREE_DEPTH-1];
endmodule
==> metrics.yaml <==
logic_synthesis:
  ys_cells: 3619
  post-synth-top-area-fraction_pct: 46.7
  ys_seq_share_pct: 51.1
  ys_seq_elements: 694
  tally_of_yosys_warning_messages: 0
  synthTopCellsByArea: "edfxtp_1 47%, ha_1 11%, xnor2_1 6.1%"
  netlist_area_um2: 40200
  yosysTopAreaCell: "edfxtp_1"
  edf_count: 624
  synth.avg_cell_area_um2: 11.1
  synth-async-reset-ratio_pct: 10.1
  synth_chip_area_um2: 40200
  syn_inst: 3619
  synthFlopType: "edfxtp_1"
  synth.distinct_cells: 66
setup_path:
  regToRegStartpoint: "gen_tree[0].level_data[150]"
  endpoint_kind: "output pin"
  timing.reg2reg.worst_path_depth: 7
  classification_of_the_worst_setup_path: "flip-flop to output pin"
  worst_path_largest_cell_delay_ps: 490
  ff2ff_setup_slack_ps: 7280
  crit_path_top_delay_cell: "clkdlybuf4s50_1"
  critical_path_arrival_ps: 1520
  crit_fanout: 1
  crit_family: "buffers and inverters"
  timing.critical_path.buf_inv: 1
  crit_chain: "clkdlybuf4s50_1"
  cp.required_ps: 7680
  worst_r2r_endpoint: "gen_tree[1].level_data[87]"
  type_of_element_launching_the_critical_path: "flip-flop"
clock_network:
  cts_setup_buffers: 0
  htree_levels: 3
  tritoncts.num_buffers: 83
  clock.latency.late_pin_ps: 670
  clock_slew_seen_by_the_registers_of_the_worst_setup_and_hold_paths_ps: 60
  cts.sink_count: 694
  cts_tree: "yes"
  cts_root_buffer: "clkbuf_16"
  clk_path_buf_depth: 3
  post_cts.resized_instances: 0
  cts.hold.buffers_added: 0
drt:
  ant_nets: 0
  initialDrtViolationCount: 1253
  totalWireLength_um: 81700
  drc: 0
  routedWlPerCell_um: 14.1
  drt_first_pass_iters: 5
  num_vias: 27300
  routed_via_density: 4.70
timing:
  relSlewSlack_pct: 52.8
  hold_viol_final: 0
  tightestPinTransition_ps: 708
  final.setup.worst_slack_ps: 6160
  setup_viol: 0
  fin_skew_ps: 46.5
  finalCritPeriodShare_pct: 35.9
  final_max_slew_viol_count: 0
  maxClockFrequency_mhz: 290
  timing.final.crit_period_ps: 3440
  final.setup.tns_ps: 0
  grt_setup_unrepaired: "no"
cells_and_area:
  layout_top_cells: "624 x edfxtp_1, 427 x nor2_1, 337 x ha_1"
  fillCellCount: 12600
  number_of_flip_flops_under_the_largest_register_name: 336
  mostFrequentLayoutCell: "edfxtp_1"
  areaGrowthSynthToFinish_pct: 20.5
  final_cell_area_um2: 48400
  layout-drive-gt1-share_pct: 6.28
global_routing:
  grt_first_pass_wirelength_um: 132000
  grt_antenna_before_repair: 4
  first_global_vias: 26300
  maximum_number_of_pins_on_one_net_before_global_route_repair: 114
  grt_usage_pct: 12.5
  globalRoute.totalOverflow: 0
min_path:
  hold_depth: 1
  hold_path_startpoint: "gen_tree[0].level_data[100]"
  timing.hold.worst_endpoint: "gen_tree[1].level_data[55]"
  min-delay-path-class: "flip-flop to flip-flop"
flow_run:
  tool_warnings: 28
  timing.max_cap.violations: 0
floorplan:
  rows: 133
  dieHeight_um: 368
  die_width_um: 368
  floorplan.io_pins: 357
  design.die.area_um2: 135000
  initial_core_util_pct: 30.4
  fp.coreArea_um2: 132000
power_and_ir_drop:
  vdd.ir_drop.worst_mv: 0.184
  powerDensity_nw_per_um2: 241
  power.static_leakage_nw: 18.6
status:
  status: "finished, final reports clean"
placement:
  placed_area_um2: 45500
  place_congestion: 0.883
  port_buffers: 338
  pre_cts_ws_ps: 5580
  dpl.hpwl_um: 61900
[layout make-up]
type	instances	area (um2)	area share [%]
sequential	694	20500	42.4
multi-input combinational	2592	18300	37.8
timing repair buffer	350	3490	7.20
clock buffer	107	2260	4.67
tap	1755	2200	4.54
inverter	256	961	1.99
clock inverter	45	651	1.34
antenna	2	5.00	0.0103
[stage by stage]
step	total power, mW	instances	util [%]	hold slack [ps]
3_5_place_dp	8.48	5647	34.4	522
5_1_grt	12.5	5800	36.6	543
3_3_place_gp	8.47	5647	34.4	524
4_1_cts	11.9	5799	36.6	528
6_report	11.7	5801	36.6	526
2_1_floorplan	7.34	3636	-	513
[kinds of logic (layout without fill, tap and decap cells)]
family | count (synthesis) | after routing | share of synthesized area [%]
buffers and inverters | 350 | 758 | 3.44
flip-flops | 694 | 694 | 51.1
XOR/XNOR | 297 | 297 | 6.48
AND-OR/OR-AND | 858 | 858 | 12.8
adder cells (fa/ha/maj) | 368 | 368 | 12.0
AND/OR/NAND/NOR | 953 | 953 | 11.4
other | 1 | 20 | 0.00934
multiplexers | 98 | 98 | 2.64
[worst max-delay path by stage]
stage,cells after the start,slack [ps],to,startpoint
after global routing,1,6040,o_result[7],gen_tree[4].level_data[7]
after CTS,1,6080,o_result[9],gen_tree[4].level_data[9]
final,1,6160,o_result[9],gen_tree[4].level_data[9]
[per-layer routing]
| layer | global-route usage (%) | vias up | routed length [um] |
|---|---|---|---|
| li1 | - | 14000 | - |
| met1 | 17.7 | 12700 | 36400 |
| met2 | 20.6 | 444 | 39400 |
| met3 | 2.57 | 111 | 3900 |
| met4 | 2.55 | 6 | 1900 |
| met5 | 0 | - | 29 |
[report_power, final]
group | total, mW | internal (mW) | switching, mW
Sequential | 4.54 | 4.21 | 0.333
Clock | 3.28 | 1.96 | 1.31
Combinational | 3.86 | 1.78 | 2.08
[synthesized netlist by cell type, types with 12 or more instances]
cell type  number
nand4_1        14
edfxtp_1      624
mux2_2         64
o21a_1         15
buf_4          18
xor2_1         18
nor3_1        120
clkbuf_1       76
and2_1         17
fa_1           31
nand3_1        39
xnor2_1       279
a21o_1         77
dfstp_2        32
nor2b_1        38
inv_1         256
a31oi_1        55
a211oi_1       38
o21bai_1       13
nor2_1        427
a21boi_0       14
or4_1          12
nand2_1        70
o41ai_1        16
nand2b_1       52
or3_1          87
o21ai_0       218
mux2i_1        34
o211ai_1       22
dfrtp_1        38
a21oi_1       306
o2111ai_1      16
nor4_1         37
ha_1          337
Power figures rest on the tool's default switching activity, not on a simulated workload.
